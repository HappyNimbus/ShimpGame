**/design/flow/design.v**
```verilog
module Lab1(clock,hex0, hex1, hex2, hex3, hex4, hex5, save, bet, reset, betNum);
reg [4:0] p1= 5'd10;  
reg [4:0] p2= 5'd10;  
reg [4:0] b1= 5'd0;  
reg [4:0] b2= 5'd0;  
reg betS;   
reg [2:0] saveCounter=0;  
reg [2:0] turnCounter=0;  
reg [4:0] pS;  
reg [3:0] bS;  
input clock;
input save;
input bet;
input reset;
input [3:0] betNum;
output reg[6:0] hex3;  
output reg[6:0] hex2;  
wire [4:0] s1,s2,s3,s4;
reg[4:0] sum1;
reg[4:0] sum2;
assign s1 = pS%5'd10;
assign s2 = pS/5'd10;
assign s3 = betNum%5'd10;
assign s4 = betNum/5'd10;
reg cout;
reg[31:0] count;
output[6:0] hex4;
    assign hex4[0] = (~s1[3]&~s1[2]&~s1[1]&s1[0]) | (~s1[3]&s1[2]&~s1[1]&~s1[0]);
    assign hex4[1] = (~s1[3]&s1[2]&~s1[1]&s1[0]) | (~s1[3]&s1[2]&s1[1]&~s1[0]);
    assign hex4[2] = (~s1[3]&~s1[2]&s1[1]&~s1[0]);
    assign hex4[3] = (~s1[3]&~s1[2]&~s1[1]&s1[0]) | (~s1[3]&s1[2]&~s1[1]&~s1[0]) | (~s1[3]&s1[2]&s1[1]&s1[0]);
    assign hex4[4] = (~s1[3]&~s1[2]&~s1[1]&s1[0]) | (~s1[3]&~s1[2]&s1[1]&s1[0]) | (~s1[3]&s1[2]&~s1[1]&~s1[0]) | (~s1[3]&s1[2]&~s1[1]&s1[0]) | (~s1[3]&s1[2]&s1[1]&s1[0]) | (s1[3]&~s1[2]&~s1[1]&s1[0]);
    assign hex4[5] = (~s1[3]&~s1[2]&~s1[1]&s1[0]) | (~s1[3]&~s1[2]&s1[1]&~s1[0]) | (~s1[3]&~s1[2]&s1[1]&s1[0]) | (~s1[3]&s1[2]&s1[1]&s1[0]);
    assign hex4[6] = (~s1[3]&~s1[2]&~s1[1]&~s1[0]) | (~s1[3]&~s1[2]&~s1[1]&s1[0]) | (~s1[3]&s1[2]&s1[1]&s1[0]);
output[6:0] hex5;
    assign hex5[0] = (~s2[3]&~s2[2]&~s2[1]&s2[0]) | (~s2[3]&s2[2]&~s2[1]&~s2[0]);
    assign hex5[1] = (~s2[3]&s2[2]&~s2[1]&s2[0]) | (~s2[3]&s2[2]&s2[1]&~s2[0]);
    assign hex5[2] = (~s2[3]&~s2[2]&s2[1]&~s2[0]);
    assign hex5[3] = (~s2[3]&~s2[2]&~s2[1]&s2[0]) | (~s2[3]&s2[2]&~s2[1]&~s2[0]) | (~s2[3]&s2[2]&s2[1]&s2[0]);
    assign hex5[4] = (~s2[3]&~s2[2]&~s2[1]&s2[0]) | (~s2[3]&~s2[2]&s2[1]&s2[0]) | (~s2[3]&s2[2]&~s2[1]&~s2[0]) | (~s2[3]&s2[2]&~s2[1]&s2[0]) | (~s2[3]&s2[2]&s2[1]&s2[0]) | (s2[3]&~s2[2]&~s2[1]&s2[0]);
    assign hex5[5] = (~s2[3]&~s2[2]&~s2[1]&s2[0]) | (~s2[3]&~s2[2]&s2[1]&~s2[0]) | (~s2[3]&~s2[2]&s2[1]&s2[0]) | (~s2[3]&s2[2]&s2[1]&s2[0]);
    assign hex5[6] = (~s2[3]&~s2[2]&~s2[1]&~s2[0]) | (~s2[3]&~s2[2]&~s2[1]&s2[0]) | (~s2[3]&s2[2]&s2[1]&s2[0]);
output[6:0] hex0;
    assign hex0[0] = (~s3[3]&~s3[2]&~s3[1]&s3[0]) | (~s3[3]&s3[2]&~s3[1]&~s3[0]);
    assign hex0[1] = (~s3[3]&s3[2]&~s3[1]&s3[0]) | (~s3[3]&s3[2]&s3[1]&~s3[0]);
    assign hex0[2] = (~s3[3]&~s3[2]&s3[1]&~s3[0]);
    assign hex0[3] = (~s3[3]&~s3[2]&~s3[1]&s3[0]) | (~s3[3]&s3[2]&~s3[1]&~s3[0]) | (~s3[3]&s3[2]&s3[1]&s3[0]);
    assign hex0[4] = (~s3[3]&~s3[2]&~s3[1]&s3[0]) | (~s3[3]&~s3[2]&s3[1]&s3[0]) | (~s3[3]&s3[2]&~s3[1]&~s3[0]) | (~s3[3]&s3[2]&~s3[1]&s3[0]) | (~s3[3]&s3[2]&s3[1]&s3[0]) | (s3[3]&~s3[2]&~s3[1]&s3[0]);
    assign hex0[5] = (~s3[3]&~s3[2]&~s3[1]&s3[0]) | (~s3[3]&~s3[2]&s3[1]&~s3[0]) | (~s3[3]&~s3[2]&s3[1]&s3[0]) | (~s3[3]&s3[2]&s3[1]&s3[0]);
    assign hex0[6] = (~s3[3]&~s3[2]&~s3[1]&~s3[0]) | (~s3[3]&~s3[2]&~s3[1]&s3[0]) | (~s3[3]&s3[2]&s3[1]&s3[0]);
output[6:0] hex1;
    assign hex1[0] = (~s4[3]&~s4[2]&~s4[1]&s4[0]) | (~s4[3]&s4[2]&~s4[1]&~s4[0]);
    assign hex1[1] = (~s4[3]&s4[2]&~s4[1]&s4[0]) | (~s4[3]&s4[2]&s4[1]&~s4[0]);
    assign hex1[2] = (~s4[3]&~s4[2]&s4[1]&~s4[0]);
    assign hex1[3] = (~s4[3]&~s4[2]&~s4[1]&s4[0]) | (~s4[3]&s4[2]&~s4[1]&~s4[0]) | (~s4[3]&s4[2]&s4[1]&s4[0]);
    assign hex1[4] = (~s4[3]&~s4[2]&~s4[1]&s4[0]) | (~s4[3]&~s4[2]&s4[1]&s4[0]) | (~s4[3]&s4[2]&~s4[1]&~s4[0]) | (~s4[3]&s4[2]&~s4[1]&s4[0]) | (~s4[3]&s4[2]&s4[1]&s4[0]) | (s4[3]&~s4[2]&~s4[1]&s4[0]);
    assign hex1[5] = (~s4[3]&~s4[2]&~s4[1]&s4[0]) | (~s4[3]&~s4[2]&s4[1]&~s4[0]) | (~s4[3]&~s4[2]&s4[1]&s4[0]) | (~s4[3]&s4[2]&s4[1]&s4[0]);
    assign hex1[6] = (~s4[3]&~s4[2]&~s4[1]&~s4[0]) | (~s4[3]&~s4[2]&~s4[1]&s4[0]) | (~s4[3]&s4[2]&s4[1]&s4[0]);
parameter D = 32 'd2500000;
always @(posedge clock)begin 
   count <= count + 32'd1;
      if (count >= (D-1)) begin
         cout <= ~cout;
         count <= 32'd0;
      end		
end
reg saver;
reg resetter;
always@(posedge cout)
begin
saver<=save;
resetter<=reset;
	if((reset==1)&&(resetter==0))
	begin
		saveCounter=0;
		turnCounter=0;
		p1 <= 5'd10;
		p2 <= 5'd10;
		b1 <= 5'd0;
		b2 <= 5'd0;
	end
	else if(p1>5'd19 || p2 >= 5'd19)
	begin
		if((p1>5'd19))
		begin
		pS<=0;
		hex2[0] = 1;
		hex2[1] = 0;
		hex2[2] = 0;
		hex2[3] = 1;
		hex2[4] = 1;
		hex2[5] = 1;
		hex2[6] = 1;
		hex3[0] = 0;
		hex3[1] = 0;
		hex3[2] = 1;
		hex3[3] = 1;
		hex3[4] = 0;
		hex3[5] = 0;
		hex3[6] = 0;
	end
	if((p2>5'd19))
	begin
		pS<=0;
		hex2[0] = 0;
		hex2[1] = 0;
		hex2[2] = 1;
		hex2[3] = 0;
		hex2[4] = 0;
		hex2[5] = 1;
		hex2[6] = 0;
		hex3[0] = 0;
		hex3[1] = 0;
		hex3[2] = 1;
		hex3[3] = 1;
		hex3[4] = 0;
		hex3[5] = 0;
		hex3[6] = 0;
	end
end
	else
	begin
		if ((save==1)&&(saver==0))
		begin
			saveCounter = saveCounter+ 3'b1;
		end
		else
		begin
			if (turnCounter == 0)
			begin
				hex2[0] = 1;
				hex2[1] = 0;
				hex2[2] = 0;
				hex2[3] = 1;
				hex2[4] = 1;
				hex2[5] = 1;
				hex2[6] = 1;
				pS <= p1;
				hex3[0] = 1;
				hex3[1] = 1;
				hex3[2] = 1;
				hex3[3] = 1;
				hex3[4] = 1;
				hex3[5] = 1;
				hex3[6] = 1;
				b1 <= betNum;
					if(betNum > p1)begin
					b1 <= p1;
					end
					if(betNum == 0)begin
					b1 <= 1;
					end
					if(saveCounter == 1)
					begin
					turnCounter = turnCounter+ 3'b1;
					end
			end
			if (turnCounter == 1)
			begin
				pS <= p2;
				hex2[0] = 0;
				hex2[1] = 0;
				hex2[2] = 1;
				hex2[3] = 0;
				hex2[4] = 0;
				hex2[5] = 1;
				hex2[6] = 0;
					if(bet==0)
					begin
						hex3[0] = 0;
						hex3[1] = 1;
						hex3[2] = 1;
						hex3[3] = 0;
						hex3[4] = 0;
						hex3[5] = 0;
						hex3[6] = 0;
					end
					if(bet==1)
					begin
						hex3[0] = 1;
						hex3[1] = 1;
						hex3[2] = 0;
						hex3[3] = 0;
						hex3[4] = 0;
						hex3[5] = 1;
						hex3[6] = 0;
					end
	b2 <= betNum;
		if(betNum > p2)
	begin
		b2 <= p2;
		end
		if(betNum == 0)begin
		b2 <= 1;
	end
if(saveCounter == 2)begin
	if(b1%5'd2==bet)
begin
p2 <= p2 + b2*2;
p1 <= p1 - b2*2;
end
else
begin
p2 <= p2 - b1*2;
p1 <= p1 + b1*2;
end
turnCounter = turnCounter+ 3'b1;
	end
end
if (turnCounter ==2)
begin
pS<=p2;
hex2[0] = 0;
hex2[1] = 0;
hex2[2] = 1;
hex2[3] = 0;
hex2[4] = 0;
hex2[5] = 1;
hex2[6] = 0;
hex3[0] = 1;
hex3[1] = 1;
hex3[2] = 1;
hex3[3] = 1;
hex3[4] = 1;
hex3[5] = 1;
hex3[6] = 1;
b2 <= betNum;
	if(betNum > p2)begin
		b2 <= p2;
	end
		if(betNum == 0)begin
		b2 <= 1;
	end
if(saveCounter == 3)
begin
	turnCounter=turnCounter+1;
end	
end
if(turnCounter==3)
begin
pS <= p1;
hex2[0] = 1;
hex2[1] = 0;
hex2[2] = 0;
hex2[3] = 1;
hex2[4] = 1;
hex2[5] = 1;
hex2[6] = 1;
if(bet==0)
begin
hex3[0] = 0;
hex3[1] = 1;
hex3[2] = 1;
hex3[3] = 0;
hex3[4] = 0;
hex3[5] = 0;
hex3[6] = 0;
end
if(bet==1)
begin
hex3[0] = 1;
hex3[1] = 1;
hex3[2] = 0;
hex3[3] = 0;
hex3[4] = 0;
hex3[5] = 1;
hex3[6] = 0;
end
	b1 <= betNum;
		if(betNum > p1)begin
		b1 <= p1;
		end
		if(betNum == 0)begin
		b1 <= 1;
	end
if(saveCounter == 4)begin
	if(b2%5'd2==bet)
begin
p2 <= p2 - b1*2;
p1 <= p1 + b1*2;
end
else
begin
p2 <= p2 + b2*2;
p1 <= p1 - b2*2;
end
saveCounter = 0;
turnCounter = 0;
end
end
end
end
end
endmodule
```
**/design/flow/config.mk**
```make
export PLATFORM = sky130hd
export DESIGN_NAME = Lab1
export DESIGN_NICKNAME = Lab1
export VERILOG_FILES = /design/flow/design.v
export SDC_FILE = /design/flow/constraint.sdc
export NUM_CORES = 4
export LEC_CHECK = 1
export CORE_UTILIZATION = 50
```
**/design/flow/run.sh**
```bash
#!/bin/bash
# OpenROAD 26Q1-2900-gdf79404cd8, Yosys 0.63+post, stock flow scripts
make -C /OpenROAD-flow-scripts/flow DESIGN_CONFIG=/design/flow/config.mk WORK_HOME=/design/flow/orfs finish
```
**/design/flow/constraint.sdc**
```tcl
current_design Lab1

set clk_period 2.9
set clk_io_pct 0.2

create_clock -name clk0 -period $clk_period [get_ports {clock}]

set non_clock_inputs [all_inputs -no_clocks]
set_input_delay [expr $clk_period * $clk_io_pct] -clock clk0 $non_clock_inputs
set_output_delay [expr $clk_period * $clk_io_pct] -clock clk0 [all_outputs]
```
==> qor.yml <==
finish:
  utilization: 0.599
  syn_to_final_growth_pct: 17.0
  layout_top_cells: "64 x nor2_1, 56 x dfxtp_1, 37 x nand2_1, 33 x clkdlybuf4s50_1"
  drive_gt1_frac: 0.0922
  layout_top_cell: "nor2_1"
  fillCellCount: 752
worst_setup_path:
  crit_buf_inv: 4
  path_max_fanout: 4
  worst_setup_path_start_kind: "input port"
  cp.required_ns: 2.32
  critPathCaptureType: "primary output"
  crit_path_max_incr_delay_ns: 0.46
  arrival_ns: 2.23
  crit_type: "input port to primary output"
  cp_top_family: "buffers and inverters"
  critPathSlowestCell: "clkdlybuf4s50_1"
  crit_chain: "buf_2, inv_2, ha_4, o31ai_2, buf_4, xnor2_4, or2_4, a21oi_2, clkdlybuf4s50_1"
synth:
  ys.flops: 68
  syn_avg_cell_area_um2: 8.43
  postSynthCellCount: 527
  ys_chip_area_mm2: 0.00444
  synth.distinct_cells: 55
  async_flop_share: 0
  ys_cells: 527
  synthFlopType: "dfxtp_1"
  post_synth_instance_area_mm2: 0.00444
  yosysWarnings: 1
  postSynthSeqShare: 0.334
  edf_count: 12
cts:
  clockBufferDepth: 2
  clockRootBuffer: "clkbuf_8"
  cts_made_buffers: 5
  cts_tree: "yes"
  htreeDepth: 2
  clk_latency_ns: 0.28
  cts_hold_buf: 0
  path_clk_slew_ns: 0.07
floorplanning:
  coreArea_mm2: 0.00868
  io_pins: 50
  die_w_um: 96.3
  rows: 34
  die_y_um: 96.3
  die_area_mm2: 0.00926
  fp-utilization: 0.512
timing:
  setup_tns_ns: 0
  final-hold-violation-count: 0
  finalClockPeriodUsage: 0.969
  maxSlewHeadroom: 0.502
  worst_pin_slew_ns: 0.740
  unclocked_pins: 35
  maxSlewViolCount: 0
  max_freq_ghz: 0.356
  finalWorstPathRequiredPeriod_ns: 2.81
  hold_ws_ns: 0.487
  setup_ws_ns: 0.0887
  setup_viol: 0
  unconstrained_endpoints: 71
  clock_skew_ns: 0.00498
grt:
  grt_pass1_wl_um: 14400
  first_global_vias: 2979
  grt_max_degree: 37
  grtUsageTotal: 0.203
  overflow: 0
  grt_antenna_before_repair: 0
placement:
  place_ws_ns: -0.488
  io_buffers: 43
  gp_congestion: 0.899
  hpwl_um: 6680
power_and_ir_drop:
  cellLeakagePower_nw: 2.13
  power_density_mw_per_mm2: 217
  p_total_mw: 1.13
  ir_worst_vdd_v: 0.000301
routing:
  vias: 3604
  first_iter_violations: 123
  first_pass_iters: 5
  drt-total-wl_um: 8830
  wl_per_cell_um: 12.9
  antenna_left: 0
  diodes: 0
  drc_errors: 0
  viasPerCell: 5.28
hold_path:
  hold_path_class: "flip-flop to flip-flop"
run:
  maxCapViolCount: 0
  tool_warnings: 32
outcome:
  outcome: "finished, final reports clean"
[synthesized netlist by cell type, types with 7 or more instances]
master / instances / area [um^2]
nor2_1: 64 / 240
dfxtp_1: 56 / 1120
nand2_1: 37 / 139
ha_1: 31 / 388
inv_1: 31 / 116
a21oi_1: 29 / 145
nand3_1: 25 / 125
o21ai_0: 22 / 110
buf_4: 19 / 143
xnor2_1: 19 / 166
mux2i_1: 15 / 150
xor2_1: 15 / 131
clkbuf_1: 14 / 52.6
edfxtp_1: 12 / 360
nor2b_1: 11 / 68.8
nor3_1: 11 / 55.1
nand2b_1: 9 / 56.3
mux2_2: 8 / 90.1
a22oi_1: 7 / 52.6
a31oi_1: 7 / 43.8
o21a_1: 7 / 52.6
[layout make-up]
class | count | area (um^2) | area share
multi-input cells | 405 | 2770 | 0.533
flip-flops and latches | 68 | 1480 | 0.285
inverters | 32 | 120 | 0.0231
well taps | 108 | 135 | 0.0260
clock buffers | 7 | 108 | 0.0207
repair buffers | 62 | 576 | 0.111
clock inverters | 1 | 7.51 | 0.00144
[cells by family (layout without fill, tap and decap cells)]
group                      after synthesis  after routing  share of synthesized area
AOI/OAI and AO/OA                      102            102                      0.150
buffers and inverters                   68            102                     0.0741
muxes                                   23             23                     0.0541
other                                    2             16                    0.00169
DFF                                     68             68                      0.334
and+or+nand+nor                        195            195                      0.214
xor gates and xnor gates                34             34                     0.0670
adders and majority gates               35             35                      0.105
[layer usage]
layer,GRT usage,part of all wire
met1,0.351,0.53
met2,0.293,0.43
met3,0.0209,0.040
met4,0.00871,0.0024
met5,0,0
[sequential cells by signal, indices dropped and copies added (netlist names)]
register     cells
hex2             2
p1               4
count           32
turnCounter      3
resetter         1
p2               4
b1               4
b2               4
saveCounter      3
hex3             5
cout             1
pS               4
saver            1
[stage by stage]
step                cells  instance area, um^2
floorplan             541                 4490
global placement      674                 4990
detailed placement    674                 4990
CTS                   683                 5180
global route          683                 5200
finish                683                 5200
[timing repair]
| action | 4_1_cts | 5_1_grt |
|---|---|---|
| endpoints found under the setup margin | 7 | 5 |
| gates resized | 29 | 5 |
| setup buffers | 1 | 0 |
| pin swaps | 7 | 2 |
| cloned | 0 | 0 |
[report_power, final]
group	internal (mW)	switching [mW]	total [mW]	leakage [nW]
Clock	0.244	0.166	0.410	0.0556
Sequential	0.482	0.00666	0.489	0.564
Combinational	0.124	0.106	0.230	1.51
Total	0.850	0.279	1.13	2.13
[final timing paths]
path / start / to / slack [ns] / depth (start not counted)
max: betNum[2] / hex0[6] / 0.09 / 9
min: count[0] / count[0] / 0.49 / 1
max reg2reg: count[0] / cout / 0.55 / 8
min reg2reg: count[0] / count[0] / 0.49 / 1
No activity file was given, so power comes from the tool's default toggle rates.
